**flow/design.v**
```verilog
`timescale 1ns / 1ps
module FIFO #(
    parameter ADDR_WIDTH = 3, 
    DATA_WIDTH = 8
)(
        input clk,
        input reset,
        input wr,
        output full,
        input [DATA_WIDTH-1 : 0] wr_data,
        input rd,
        output empty,
        output[DATA_WIDTH-1 : 0] rd_data
);
    wire [ADDR_WIDTH-1 :0] w_wr_addr, w_rd_addr;
RegisterFile #(
     .ADDR_WIDTH(ADDR_WIDTH), 
     .DATA_WIDTH(DATA_WIDTH)
) U_RegFile(
    .clk    (clk),
    .w_en   (wr & ~full), 
    .rd_addr(w_rd_addr),  
    .wr_addr(w_wr_addr), 
    .wr_data(wr_data),
    .rd_data(rd_data)
);
fifo_ctrl #(
    .ADDR_WIDTH(ADDR_WIDTH)
) U_FIFO_CTRL(
    .clk    (clk),
    .reset  (reset), 
    .wr     (wr), 
    .full   (full),
    .wr_addr(w_wr_addr),
    .rd     (rd),
    .empty  (empty),
    .rd_addr(w_rd_addr)
);
endmodule
module RegisterFile #(
    parameter ADDR_WIDTH = 3, DATA_WIDTH = 8
) (
    input                     clk,
    input                     w_en,  
    input [ADDR_WIDTH-1 : 0]  rd_addr,   
    input [ADDR_WIDTH-1 : 0]  wr_addr,  
    input [DATA_WIDTH-1 : 0]  wr_data,
    output [DATA_WIDTH-1 : 0] rd_data
);
    reg [DATA_WIDTH-1 : 0] memory [0 : 2**ADDR_WIDTH-1];  
    always @(posedge clk) begin
        if(w_en) memory[wr_addr] <= wr_data;
    end
    assign rd_data = memory[rd_addr]; 
endmodule
module fifo_ctrl #(
    parameter ADDR_WIDTH = 3
) (
    input                     clk,
    input                     reset, 
    input                     wr, 
    output                    full,
    output [ADDR_WIDTH-1 : 0] wr_addr,
    input                     rd,
    output                    empty,
    output [ADDR_WIDTH-1 : 0] rd_addr
);
    reg[ADDR_WIDTH-1 :0] wr_ptr_reg, wr_ptr_next;
    reg[ADDR_WIDTH-1 :0] rd_ptr_reg, rd_ptr_next;
    reg full_reg, full_next, empty_reg, empty_next;
assign wr_addr = wr_ptr_reg;
assign rd_addr = rd_ptr_reg;
assign full = full_reg;
assign empty = empty_reg;
always @(posedge clk, posedge reset) begin
    if (reset) begin
        rd_ptr_reg <= 0;
        wr_ptr_reg <= 0;
        empty_reg <= 1'b1;
        full_reg <= 1'b0;
    end else begin
        rd_ptr_reg <= rd_ptr_next;
        wr_ptr_reg <= wr_ptr_next;
        empty_reg <= empty_next;
        full_reg <= full_next;
    end
end
    always @(*) begin
        wr_ptr_next = wr_ptr_reg;
        rd_ptr_next = rd_ptr_reg;
        full_next = full_reg;
        empty_next = empty_reg;
        case ({wr, rd})
            2'b01: begin  
                if(~empty_reg) begin
                    rd_ptr_next = rd_ptr_reg + 1;
                    full_next = 1'b0; 
                    if (rd_ptr_next == wr_ptr_reg) begin
                        empty_next = 1'b1;
                    end
                end
            end 
            2'b10 : begin  
                if(~full_reg) begin
                    wr_ptr_next = wr_ptr_reg +1;
                    empty_next = 1'b0;
                    if(wr_ptr_next == rd_ptr_reg) begin
                        full_next = 1'b1;
                    end
                end
            end
            2'b11 : begin  
                if (empty_reg) begin  
                    wr_ptr_next = wr_ptr_reg;
                    rd_ptr_next = rd_ptr_reg; 
                end else begin
                    wr_ptr_next = wr_ptr_reg + 1;
                    rd_ptr_next = rd_ptr_reg + 1; 
                end
            end
            default: ;
        endcase
    end
endmodule
```
**flow/run.sh**
```bash
#!/bin/bash
# OpenROAD 26Q1-2900-gdf79404cd8, Yosys 0.63+post, stock flow scripts
make -C /OpenROAD-flow-scripts/flow DESIGN_CONFIG=/design/flow/config.mk WORK_HOME=/design/flow/orfs finish
```
**flow/config.mk**
```make
export PLATFORM = sky130hd
export DESIGN_NAME = FIFO
export DESIGN_NICKNAME = FIFO
export VERILOG_FILES = /design/flow/design.v
export SDC_FILE = /design/flow/constraint.sdc
export NUM_CORES = 4
export LEC_CHECK = 1
export CORE_UTILIZATION = 50
```
**flow/constraint.sdc**
```tcl
current_design FIFO

set clk_period 2.5
set clk_io_pct 0.2

create_clock -name clk0 -period $clk_period [get_ports {clk}]

set non_clock_inputs [all_inputs -no_clocks]
set_input_delay [expr $clk_period * $clk_io_pct] -clock clk0 $non_clock_inputs
set_output_delay [expr $clk_period * $clk_io_pct] -clock clk0 [all_outputs]
```
==> results.ini <==
[drt]
vias=1489
final_antenna_net_count=0
route.detailed.wl_per_inst_um=18.8
drt_pass1_iterations=5
antenna_cells=0
finalWirelength_um=5070
drc_errors=0
first_iter_violations=83
via_per_inst=5.54

[synthesis]
synth_seq_share_pct=71.5
ys_area_mm2=0.00297
yosys_cells=143
synth_area_mm2=0.00297
async_flop_share_pct=11.1
yosysWarnings=2
ys.flops=72
synth-edff-count=64
avgSynthCellArea_um2=20.8
flop_cell=edfxtp_1
yosys.cell_types.count=29
netlist_instances=143

[floorplanning]
initial_core_util_pct=52.9
rows=27
chipArea_mm2=0.00625
die_w_um=79.0
ioPinCount=22
die_y_um=79.0
core_mm2=0.00561

[worst_setup_path]
cp_max_fo=4
cpMostUsedCell=buf_6
cp_data_required_time_ns=2.00
worstPathCellList=buf_6 > buf_16 > buf_4 > mux4_2 > mux2_4 > buf_6
path_class=reg2out
cp_slowest_stage_delay_ns=0.44
crit_path_start_kind=flip-flop
end_kind=primary output
slowest_stage=dfrtp_2
cp.arrival_ns=1.96

[placed_design]
post-place-ws_ns=0.180
dp.cells=242
port_buffers=21
gp_congestion=0.812
dp_hpwl_um=2990

[sta]
setup_slack_ns=0.0443
hold_viol=0
clock_skew_ns=0.00656
period_used_pct=98.2
finalMaxSlewViolations=0
setup_violations=0
tightest_slew_ns=0.671
period_minus_slack_ns=2.46
max-slew-margin-rel_pct=55.3
max_freq_mhz=407
rsz0062_at_grt=yes

[job]
maxCapViolations=0
warning_count=26

[clock_network]
htreeDepth=3
cts_max_path_buffers=2
path_clk_slew_ns=0.07
clock-root-buffer=clkbuf_8
clock_sinks=72
cts_tree=done
insertion_delay_ns=0.34
cts_buffers=9

[pwr]
power_density_mw_per_mm2=1110
p_leak_nw=1.26
power_mw=3.98
vdd_drop_max_mv=0.694

[layout]
layout_top_cell=edfxtp_1
utilization_pct=63.9
ff_latch_area_mm2=0.00212
drive_gt1_share_pct=36.0
logic_area_um2=778
largest_reg_flops=64
n_fill_cell=396
final_cells=269
final_cell_mix=edfxtp_1, buf_4, clkdlybuf4s50_1
area_growth_syn_to_layout_pct=20.7

[global_routing]
antenna_found_initial=0
grt_use_total_pct=20.5
grt_max_degree=19
grt_first_pass_wirelength_um=8220
grt_overflow=0
grt_pass1_vias=1580

[status]
status=completed

[worst_hold_path]
worstHoldPathType=in2async

[metrics by stage]
step | setup TNS [ns] | hold WS (ns) | instance area (µm²)
finish | 0 | 0.388 | 3580
global route | -0.0104 | 0.422 | 3580
global placement | 0 | 0.497 | 3330
CTS | 0 | 0.393 | 3620
floorplan | 0 | 0.315 | 2970
detailed placement | 0 | 0.506 | 3330
[report_power, final]
part,switching [mW],internal (mW)
Sequential,0.164,1.53
Clock,0.410,0.354
Combinational,0.550,0.972
Total,1.12,2.86
[repair_timing]
item,4_1_cts,5_1_grt
hold buffers,0,0
gates resized,29,3
buffers inserted,12,0
cloned,2,0
endpoints found under the setup margin,8,5
[path summary, 6_finish.rpt]
path                                            from                   endpoint  slack [ns]  depth (start not counted)
max                        U_FIFO_CTRL.rd_ptr_reg[0]                 rd_data[0]        0.04                          6
min                                            reset  U_FIFO_CTRL.wr_ptr_reg[0]        0.39                          2
max reg2reg                U_FIFO_CTRL.rd_ptr_reg[0]      U_FIFO_CTRL.empty_reg        0.77                          7
min reg2reg                    U_FIFO_CTRL.empty_reg      U_FIFO_CTRL.empty_reg        0.52                          2
max in group asynchronous                      reset      U_FIFO_CTRL.empty_reg        1.83                          2
min in group clk0              U_FIFO_CTRL.empty_reg      U_FIFO_CTRL.empty_reg        0.52                          2
[final cells by class]
class                           instances  area share (%)
Inverter                                1           0.105
Clock inverter                          6            1.01
Timing Repair Buffer                   45            11.8
Sequential cell                        72            59.3
Multi-Input combinational cell         63            21.7
Tap cell                               72            2.51
Clock buffer                           10            3.56
[cell usage after synthesis (2+ instances only)]
cell type	instances	area share, %
buf_2	2	0.34
clkbuf_1	2	0.25
dfrtp_1	7	5.9
edfxtp_1	64	65
ha_1	2	0.84
mux2_2	2	0.76
mux2_4	8	4.0
mux4_1	8	7.1
mux4_2	8	6.1
nand2_1	2	0.25
nand2b_1	3	0.63
nand3b_1	2	0.51
nor2_1	4	0.51
nor3_1	4	0.67
o21ai_0	3	0.51
xnor2_1	9	2.7
[metal layers]
layer | routed length, µm | up-vias | part of all wire, % | track usage (%)
li1 | - | 678 | - | -
met1 | 2000 | 744 | 39 | 31.4
met2 | 2540 | 59 | 50 | 31.0
met3 | 416 | 8 | 8.2 | 9.80
met4 | 114 | 0 | 2.2 | 3.09
met5 | 0 | - | 0 | 0
[kinds of logic (layout without fill, tap and decap cells)]
group	Yosys count	count (layout)	synth area share, %
buffers and inverters	8	62	1.94
XOR/XNOR	10	10	2.95
AND/OR/NAND/NOR	19	19	3.46
flip-flops	72	72	71.5
AND-OR/OR-AND	6	6	1.31
adder cells (fa/ha/maj)	2	2	0.843
multiplexers	26	26	18.0
[worst max-delay path, delay by kind of cell, from the launching register on]
kind	cells	cell delay (ns)
buf+inv	4	0.50
flops	1	0.44
mux	2	0.68
